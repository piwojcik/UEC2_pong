File: config.mk
export PLATFORM = sky130hd
export DESIGN_NAME = bin2ascii
export DESIGN_NICKNAME = bin2ascii
export VERILOG_FILES = /design/flow/design.v
export SDC_FILE = /design/flow/constraint.sdc
export NUM_CORES = 4
export LEC_CHECK = 1
export CORE_AREA = 10 10 70 70
export DIE_AREA = 0 0 80 80
File: constraint.sdc
current_design bin2ascii

set clk_period 1.4
set clk_io_pct 0.2

create_clock -name clk0 -period $clk_period

set non_clock_inputs [all_inputs -no_clocks]
set_input_delay [expr $clk_period * $clk_io_pct] -clock clk0 $non_clock_inputs
set_output_delay [expr $clk_period * $clk_io_pct] -clock clk0 [all_outputs]
File: design.v
package vga_pkg;
localparam HOR_PIXELS = 1024;
localparam VER_PIXELS = 768;
localparam HTOTAL = 1344;
localparam VTOTAL = 806;
localparam HBLKSTART = 1024;
localparam VBLKSTART = 768;
localparam HSYNCSTART = 1048;
localparam HSYNCTIME= 136;
localparam VSYNCSTART = 771;
localparam VSYNCTIME= 6;
localparam TOP_BORDER = 32;
localparam BOTTOM_BORDER = 768;
localparam PAD_HEIGHT = 100; 
localparam PAD_WIDTH = 15;
localparam X_PAD_RIGHT = 979;
localparam X_PAD_LEFT = 30;
localparam PAD_VELOCITY = 9;                    
localparam BALL_SIZE = 15;
localparam MENU_START = 2'b00;
localparam PLAY = 2'b01;
localparam GAME_OVER = 2'b10;
localparam CHAR_WIDTH = 8;
localparam CHAR_HEIGHT = 16;
localparam SCALE = 8; 
localparam SCALE2 = 2;
endpackage
 interface vga_intf;
    logic  [10:0]vcount, hcount;
    logic   vsync, vblnk, hsync, hblnk;
    logic  [11:0] rgb;
    modport in (input vcount, hcount, vsync, vblnk, hsync, hblnk ,rgb);
    modport out (output vcount, hcount, vsync, vblnk, hsync, hblnk, rgb);
 endinterface
`timescale 1ns / 1ps
module bin2ascii
    #(
        parameter NBYTES=2  
    )
    ( 
    input [NBYTES*8-1:0] I,
    output reg [NBYTES*16-1:0] O=0
    );
    genvar i;
    generate for (i=0; i<NBYTES*2; i=i+1) begin
        always@(I)
        if (I[4*i+3:4*i] >= 4'h0 && I[4*i+3:4*i] <= 4'h9)
            O[8*i+7:8*i] = 8'd48 + I[4*i+3:4*i];
        else
            O[8*i+7:8*i] = 8'd55 + I[4*i+3:4*i];
    end
    endgenerate
endmodule
File: run.sh
#!/bin/bash
# OpenROAD 26Q1-2900-gdf79404cd8, Yosys 0.63+post, stock flow scripts
make -C /OpenROAD-flow-scripts/flow DESIGN_CONFIG=/design/flow/config.mk WORK_HOME=/design/flow/orfs finish
==> results.yml <==
# generated from flow reports
run_status:
  status: "complete, but fails checks"
  violations: "setup timing"
synth:
  synthAoiAreaFrac: 0.341
  synth_warnings: 1
  ys_top_logic_family: "AND-OR/OR-AND gates"
  synthTopCellsByCount: "12 x inv_1, 8 x ha_1"
  ys_sh_simple: 0.117
  synth.top_cell.area_share: 0.213
  synthAdderAreaFrac: 0.213
  ys_area_um2: 469
  synth_top_cell_by_count: "inv_1"
  postSynthSeqShare: 0
  ys_sh_mux: 0.0853
  postSynthCellCount: 57
  top_area_cell: "ha_1"
  xor_share: 0.0747
  syn_area_um2: 469
  yosys_cells: 57
  synthTopCellsByArea: "ha_1 21%, o21ai_4 14%, a21boi_2 9.6%, inv_1 9.6%, mux2i_1 8.5%"
  synth_cell_types: 12
  synth.avg_cell_area_um2: 8.23
cells_and_area:
  nClkBuffers: 0
  flops: 0
  n_fill_cell: 306
  stdcell_count: 185
  area_growth_pct: 216
  layout.area.seq_um2: 0
  logic_area_um2: 602
  drive_gt1_frac: 0.770
place:
  place.gp.congestion: 0.731
  dp_cells: 163
  io_buffers: 44
  dp_hpwl_um: 1480
  preCtsSetupSlack_ns: -0.859
global_route:
  antenna_found_initial: 0
  grt_max_degree: 5
  grtUsageTotal: 0.0584
  grt_overflow_total: 0
  first_global_vias: 727
  grt_pass1_wl_um: 3270
sta:
  rsz0062_at_grt: "yes"
  period_used_share: 1.11
  fin_crit_ns: 1.56
  finalSetupViolations: 9
  slew_violations: 0
  max_freq_mhz: 641
  hold_viol_final: 0
  worst_slack_ns: -0.160
  tns_ns: -0.406
die:
  core_um2: 3420
  die_y_um: 80
  initCoreUtil: 0.137
  fp-row-count: 21
  chipArea_um2: 6400
  die-width_um: 80
  ios: 48
setup_path:
  critical_path_class: "input pin to output port"
  crit_fanout: 4
  slowest_delay_ns: 0.25
  cp-startpoint: "I[9]"
  crit_path_start_kind: "input pin"
  cp_data_required_time_ns: 1.12
  crit_path_top_delay_cell: "mux2i_1"
  worst-path-buf-inv: 4
  critical_path.cell_chain: "buf_8 > inv_8 > ha_4 > nor2_4 > buf_6 > o21ai_4 > mux2i_1 > buf_2"
  crit_path_end_kind: "output port"
  crit_arrival_ns: 1.28
  cp_top_family: "buffers and inverters"
worst_hold_path:
  min_from: "I[10]"
  hold_class: "input pin to output port"
power_and_ir_drop:
  p_int_w: 0.000280
  p_sw_w: 0.000165
  power_frac_seq: 0
  ir_drop_v: 0.000123
  p_sw_frac: 0.372
  comb_power_share: 1.000
  clkPwrFrac: 0
  power.density_nw_per_um2: 300
  p_leak_nw: 0.723
route:
  wirelength_um: 2180
  routed_via_density: 3.77
  wl_per_cell_um: 11.8
  ant_nets: 0
  routed-via-count: 697
  drc: 0
  first_iter_violations: 3
  num_antenna_cells: 0
  drt_first_pass_iters: 4
job:
  openroad.warnings: 38
  maxCapViolations: 0
cts:
  postCtsHoldBufs: 0
==> area by class of cell <==
| class | instances | area share |
|---|---|---|
| multi-input combinational | 44 | 0.406 |
| inverter | 12 | 0.0777 |
| tap | 46 | 0.0389 |
| timing repair buffer | 83 | 0.477 |
==> cell usage in the layout, fill, tap and decap left out <==
cell type	netlist	routed
a21boi_0	4	1
a21boi_1	0	1
a21boi_2	4	3
a21boi_4	0	3
buf_12	0	3
buf_2	0	19
buf_4	4	28
buf_6	0	11
buf_8	0	5
clkbuf_2	0	3
clkdlybuf4s15_1	0	4
clkinv_8	0	3
conb_1	1	4
dlygate4sd2_1	0	10
ha_4	0	8
inv_1	12	4
inv_4	0	1
inv_8	0	4
mux2i_1	4	4
nor2_4	0	4
nor3b_2	0	4
o21ai_1	0	3
o21ai_2	0	1
o21ai_4	4	4
xnor2_1	4	1
xnor2_2	0	3
==> power groups by stage <==
stage         Combinational (W)  Clock [W]  Sequential (W)
finish                 0.000445          0               0
global route           0.000485          0               0
CTS                    0.000393          0               0
==> cells by family after synthesis <==
| logic type | count (synthesis) |
|---|---|
| compound gates | 16 |
| buf+inv | 16 |
| fa+ha+maj | 8 |
| simple gates | 8 |
| xor+xnor | 4 |
| mux | 4 |
| other cells | 1 |
==> metal layers <==
| metal | share of wire | global-route usage | wire [µm] | vias up |
|---|---|---|---|---|
| li1 | - | - | - | 344 |
| met1 | 0.45 | 0.0785 | 975 | 328 |
| met2 | 0.49 | 0.0971 | 1060 | 25 |
| met3 | 0.065 | 0.0148 | 141 | 0 |
| met4 | 0 | 0 | 0 | 0 |
| met5 | 0 | 0 | 0 | - |
==> per-stage QoR <==
stage / power, W / hold WS [ns] / cell area [µm²] / util
6_report: 0.000445 / 0.890 / 1480 / 0.434
5_1_grt: 0.000485 / 0.912 / 1480 / 0.434
4_1_cts: 0.000393 / 0.873 / 1340 / 0.393
3_5_place_dp: 0.000331 / 1.56 / 1080 / 0.315
3_3_place_gp: 0.000330 / 1.56 / 1080 / 0.315
2_1_floorplan: 0.0000984 / 0.574 / 480 / -
==> tightest hold or removal path: cells and delay by family <==
kind	cells	cell delay, ns
buffers and inverters	3	0.25
AND-OR/OR-AND	1	0.08
==> worst paths after layout <==
kind	end	cells after the start
setup / recovery	O[17]	8
hold / removal	O[22]	4
==> timing repair <==
item                       in CTS  in global routing
resized                       189                 32
setup endpoints to repair      28                 24
cloned                          0                  0
setup buffers                  20                  8
pin swaps                      22                 19
Power is estimated from default activity; no workload was simulated.
