[./config.mk]
export PLATFORM = sky130hd
export DESIGN_NAME = keyboard_top
export DESIGN_NICKNAME = keyboard_top
export VERILOG_FILES = /design/flow/design.v
export SDC_FILE = /design/flow/constraint.sdc
export NUM_CORES = 4
export LEC_CHECK = 1
export CORE_UTILIZATION = 50
[./constraint.sdc]
current_design keyboard_top

set clk_period 4.8
set clk_io_pct 0.2

create_clock -name clk0 -period $clk_period [get_ports {clk}]

set non_clock_inputs [all_inputs -no_clocks]
set_input_delay [expr $clk_period * $clk_io_pct] -clock clk0 $non_clock_inputs
set_output_delay [expr $clk_period * $clk_io_pct] -clock clk0 [all_outputs]
[./design.v]
package vga_pkg;
localparam HOR_PIXELS = 1024;
localparam VER_PIXELS = 768;
localparam HTOTAL = 1344;
localparam VTOTAL = 806;
localparam HBLKSTART = 1024;
localparam VBLKSTART = 768;
localparam HSYNCSTART = 1048;
localparam HSYNCTIME= 136;
localparam VSYNCSTART = 771;
localparam VSYNCTIME= 6;
localparam TOP_BORDER = 32;
localparam BOTTOM_BORDER = 768;
localparam PAD_HEIGHT = 100; 
localparam PAD_WIDTH = 15;
localparam X_PAD_RIGHT = 979;
localparam X_PAD_LEFT = 30;
localparam PAD_VELOCITY = 9;                    
localparam BALL_SIZE = 15;
localparam MENU_START = 2'b00;
localparam PLAY = 2'b01;
localparam GAME_OVER = 2'b10;
localparam CHAR_WIDTH = 8;
localparam CHAR_HEIGHT = 16;
localparam SCALE = 8; 
localparam SCALE2 = 2;
endpackage
 interface vga_intf;
    logic  [10:0]vcount, hcount;
    logic   vsync, vblnk, hsync, hblnk;
    logic  [11:0] rgb;
    modport in (input vcount, hcount, vsync, vblnk, hsync, hblnk ,rgb);
    modport out (output vcount, hcount, vsync, vblnk, hsync, hblnk, rgb);
 endinterface
`timescale 1ns / 1ps
module PS2Receiver(
    input clk,
    input kclk,
    input kdata,
    output reg [15:0] keycode=0,
    output reg oflag
    );
    wire kclkf, kdataf;
    reg [7:0]datacur=0;
    reg [7:0]dataprev=0;
    reg [3:0]cnt=0;
    reg flag=0;
debouncer #(
    .COUNT_MAX(19),
    .COUNT_WIDTH(5)
) db_clk(
    .clk(clk),
    .I(kclk),
    .O(kclkf)
);
debouncer #(
   .COUNT_MAX(19),
   .COUNT_WIDTH(5)
) db_data(
    .clk(clk),
    .I(kdata),
    .O(kdataf)
);
always@(negedge(kclkf))begin
    case(cnt)
    0:; 
    1:datacur[0]<=kdataf;
    2:datacur[1]<=kdataf;
    3:datacur[2]<=kdataf;
    4:datacur[3]<=kdataf;
    5:datacur[4]<=kdataf;
    6:datacur[5]<=kdataf;
    7:datacur[6]<=kdataf;
    8:datacur[7]<=kdataf;
    9:flag<=1'b1;
    10:flag<=1'b0;
    endcase
        if(cnt<=9) cnt<=cnt+1;
        else if(cnt==10) cnt<=0;
end
reg pflag;
always@(posedge clk) begin
    if (flag == 1'b1 && pflag == 1'b0) begin
        keycode <= {dataprev, datacur};
        oflag <= 1'b1;
        dataprev <= datacur;
    end else
        oflag <= 'b0;
    pflag <= flag;
end
endmodule
`timescale 1ns / 1ps
module debouncer(
    input clk,
    input I,
    output reg O
    );
    parameter COUNT_MAX=255, COUNT_WIDTH=8;
    reg [COUNT_WIDTH-1:0] count;
    reg Iv=0;
    always@(posedge clk)
        if (I == Iv) begin
            if (count == COUNT_MAX)
                O <= I;
            else
                count <= count + 1'b1;
        end else begin
            count <= 'b0;
            Iv <= I;
        end
endmodule
 `timescale 1 ns / 1 ps
 module input_mux(
     input  logic clk,
     input  logic rst,
     input  logic [15:0] keycode,
     input  logic ready,
     input  logic [0:0] sw,
     input  logic btnU,
     input  logic btnD,
     output logic up,
     output logic down
 );
 logic up_nxt = 0;
 logic down_nxt = 0;
 always_ff @(posedge clk) begin 
    if (rst) begin
        up <= '0;
        down <= '0;
    end else begin
        up <= up_nxt;
        down <= down_nxt;
    end
 end
 always_comb begin
    up_nxt = up;
    down_nxt = down;
    if(sw[0] == 1) begin     
        if(ready) begin
            if(keycode[7:0] == 'h75 ) begin
                up_nxt = 1;
            end
            if(keycode[7:0] == 'h72 ) begin
                down_nxt = 1;
            end
            if(keycode == 'hf075 ) begin
                up_nxt = 0;
            end
            if(keycode == 'hf072 ) begin
                down_nxt = 0;
            end
        end 
    end else begin   
        up_nxt = btnU;
        down_nxt = btnD;
    end
end
 endmodule
`timescale 1ns / 1ps
module keyboard_top(
    input  logic       clk,
    input  logic       rst,
    input  logic       PS2Data,
    input  logic       PS2Clk,
    input  logic [0:0] sw,
    input  logic       btnU,
    input  logic       btnD,
    output logic       up,
    output logic       down
);
    wire        flag;
    reg         cn=0;
    reg         start=0;
    reg  [15:0] keycodev=0;
    wire [15:0] keycode;
    PS2Receiver uut (
        .clk,
        .kclk(PS2Clk),
        .kdata(PS2Data),
        .keycode(keycode),
        .oflag(flag)
    );
    always@(keycode or keycodev)
        if (keycode[7:0] == 8'hf0) begin
            cn <= 1'b0;
        end else if (keycode[15:8] == 8'hf0) begin
            cn <= keycode != keycodev;
        end else begin
            cn <= keycode[7:0] != keycodev[7:0] || keycodev[15:8] == 8'hf0;
        end
    always@(posedge clk)
        if (flag == 1'b1 && cn == 1'b1) begin
            start <= 1'b1;
            keycodev <= keycode;
        end else
            start <= 1'b0;
    input_mux u_input_mux(
    .clk,
    .rst,
    .keycode(keycodev),
    .ready(start),
    .sw,
    .btnU,
    .btnD,
    .up,
    .down
    );
endmodule
[./run.sh]
#!/bin/bash
# OpenROAD 26Q1-2900-gdf79404cd8, Yosys 0.63+post, stock flow scripts
make -C /OpenROAD-flow-scripts/flow DESIGN_CONFIG=/design/flow/config.mk WORK_HOME=/design/flow/orfs finish
==> flow_summary.json <==
{
  "outcome": "finished, final reports clean",
  "setup_tns_ns": 0,
  "yosysChipArea_sq_mm": 0.00255,
  "start_kind": "register",
  "fin_crit_sh": 0.512,
  "critPathKind": "reg2reg",
  "cts_hold_buf": 0,
  "netlist_area_sq_mm": 0.00255,
  "groute.usage.overall": 0.160,
  "clockPowerShare": 0.300,
  "dpl_cell_area_sq_mm": 0.00273,
  "untimed_endpoints": 35,
  "io_buffers": 8,
  "dpl.hpwl_um": 2520,
  "path_buffers": 1,
  "power_density_mw_per_mm2": 274,
  "setup_viol": 0,
  "overflow": 0,
  "initial_core_util": 0.529,
  "ir_worst_vdd_v": 0.000139,
  "clkSlewWorstSetupHoldPaths_ns": 0.09,
  "met1_usage": 0.263,
  "final_cell_mix": "edfxtp_1, xor2_1, dfxtp_1",
  "fmax_ghz": 0.407,
  "seq_area_sq_mm": 0.00177,
  "cts_setup_buffers": 0,
  "clkLatencyLatePin_ns": 0.29,
  "leakagePower_uw": 0.000931,
  "core_sq_mm": 0.00482,
  "cts_resized": 0,
  "yosys-stat-cells": 176,
  "required_ns": 4.81,
  "die_w_um": 73.4,
  "cts_inserted_buffers": 5,
  "grt_max_degree": 18,
  "grt_pass1_wl_um": 6040,
  "ys_ff": 64,
  "warning_count": 28,
  "layout.area.comb_sq_um": 762,
  "min_path_type": "reg2reg",
  "root_buffer": "clkbuf_8",
  "critPathMaxStageDelay_ns": 0.67,
  "unclocked_regs": 13,
  "nFillCells": 376,
  "cts.htree.levels": 2,
  "chipHeight_um": 73.4,
  "globalplace.congestion": 0.875,
  "met2_usage": 0.243,
  "drc": 0,
  "clockBufferDepth": 2,
  "area_growth_pct": 10.4,
  "p_sw_frac": 0.212,
  "final-hold-violation-count": 0,
  "antenna_found_initial": 0,
  "post-route-cell-area_sq_mm": 0.00281,
  "rsz0062_at_grt": "no",
  "path_max_fanout": 9,
  "path_cells": "or4_4 -> nor2_2 -> o21ai_1 -> a31oi_1 -> buf_4",
  "ys_seq_frac": 0.695,
  "crit_family": "AND-OR/OR-AND gates",
  "p_int_uw": 607,
  "drt_wl_total_um": 3480,
  "drv_slew": 0,
  "gr-max-usage-layer": "met1",
  "chipArea_sq_mm": 0.00539,
  "synth_warnings": 4,
  "io_pins": 9,
  "ys_types": 30,
  "wire_per_inst_um": 13.3,
  "syn_inst": 176,
  "vias_per_cell": 4.97,
  "use_met3": 0.0458,
  "p_sw_uw": 163,
  "critPathSlowestCell": "a31oi_1",
  "p_seq_frac": 0.643,
  "row_count": 25,
  "ant_nets": 0,
  "avgSynthCellArea_sq_um": 14.5,
  "drt_iter0_drc": 21,
  "cts_tree": "built",
  "relSlewSlack": 0.389,
  "finClkSkew_ns": 0.00704,
  "diodes": 0,
  "layout_top_cell": "edfxtp_1",
  "drive_gt1_frac": 0.0722,
  "layout_min_cycle_time_ns": 2.46,
  "dr.pass1.iters": 4,
  "vias": 1298,
  "combPwrFrac": 0.057,
  "maxCapViolCount": 0,
  "place_ws_ns": 2.35,
  "worstSetupEndpointType": "register",
  "arrival_ns": 2.47,
  "setup_slack_ns": 2.34,
  "grt_pass1_vias": 1321,
  "worst_pin_slew_ns": 0.912
}
==> power groups by stage <==
stage	Combinational, uW	Sequential [uW]	Clock (uW)
finish	43.5	495	231
global route	50.2	498	261
CTS	44.1	495	243
==> Yosys cell counts <==
cell type / number / area, sq um
nor2_1: 13 / 48.8
nand3_1: 5 / 25.0
mux2i_1: 4 / 40.0
nor2b_1: 2 / 12.5
o22ai_1: 2 / 12.5
nand2b_1: 5 / 31.3
nor4_2: 2 / 25.0
mux2_2: 1 / 11.3
and4_1: 1 / 8.76
inv_1: 4 / 15.0
nand2_1: 5 / 18.8
nor4_1: 5 / 31.3
nor2_2: 1 / 6.26
nand4bb_1: 1 / 11.3
and2_1: 9 / 56.3
nor3_1: 5 / 25.0
o21ai_0: 4 / 20.0
or4_1: 1 / 7.51
edfxtp_1: 49 / 1470
xor2_1: 16 / 140
dfxtp_1: 15 / 300
o21ai_1: 1 / 5.00
ha_1: 6 / 75.1
xnor2_1: 10 / 87.6
nand3b_1: 1 / 7.51
o21a_1: 1 / 7.51
a21oi_1: 1 / 5.00
a31oi_1: 1 / 6.26
nand4_1: 4 / 25.0
or4_4: 1 / 11.3
==> path summary, 6_finish.rpt <==
kind              startpoint      endpoint  slack, ns  depth (start not counted)
min          uut.keycode[11]  keycodev[11]       0.51                          0
min reg2reg  uut.keycode[11]  keycodev[11]       0.51                          0
max           uut.keycode[8]   keycodev[6]       2.34                          5
max reg2reg   uut.keycode[8]   keycodev[6]       2.34                          5
==> logic make-up after synthesis <==
| family | after synthesis | synth area share |
|---|---|---|
| DFF | 64 | 0.695 |
| AOI/OAI and AO/OA | 10 | 0.0221 |
| and+or+nand+nor | 61 | 0.138 |
| muxes | 5 | 0.0201 |
| buffers and inverters | 4 | 0.00589 |
| xor gates and xnor gates | 26 | 0.0893 |
| adders and majority gates | 6 | 0.0295 |
==> metal layers <==
| layer | up-vias | share of wire | routed length [um] |
|---|---|---|---|
| met5 | - | 0 | 0 |
| met4 | 0 | 0.022 | 76 |
| met3 | 8 | 0.036 | 125 |
| met2 | 17 | 0.46 | 1600 |
| met1 | 601 | 0.48 | 1680 |
| li1 | 672 | - | - |
==> worst reg2reg max path: cells and delay by family (launching register included) <==
kind / cells / cell delay, ns
compound gates: 2 / 0.77
buf+inv: 1 / 0.31
flops: 1 / 0.43
simple gates: 2 / 0.67
==> final cells by class <==
cell class	instances	share of cell area
flip-flops and latches	64	0.630
multi-input cells	108	0.271
repair buffers	10	0.0338
well taps	67	0.0298
clock buffers	6	0.0258
inverters	4	0.00534
clock inverters	2	0.00445
==> sequential cells by signal, indices dropped and copies added (netlist names) <==
name / flops
uut.pflag: 1
uut.flag: 1
u_input_mux.up: 1
uut.dataprev: 7
keycodev: 16
uut.cnt: 4
uut.oflag: 1
uut.datacur: 8
uut.db_data.count: 5
u_input_mux.down: 1
start: 1
uut.db_clk.count: 5
uut.keycode: 9
uut.db_clk.O: 1
uut.db_data.O: 1
uut.db_data.Iv: 1
uut.db_clk.Iv: 1
==> stage by stage <==
step / power (uW) / utilization / instances / hold WS (ns)
global route: 809 / 0.584 / 261 / 0.526
floorplan: 532 / - / 176 / 0.472
finish: 770 / 0.584 / 261 / 0.512
global placement: 543 / 0.566 / 253 / 0.480
CTS: 782 / 0.584 / 261 / 0.511
detailed placement: 548 / 0.566 / 253 / 0.486
Power is estimated from default activity; no workload was simulated.
