===== ./design.v =====
package vga_pkg;
localparam HOR_PIXELS = 1024;
localparam VER_PIXELS = 768;
localparam HTOTAL = 1344;
localparam VTOTAL = 806;
localparam HBLKSTART = 1024;
localparam VBLKSTART = 768;
localparam HSYNCSTART = 1048;
localparam HSYNCTIME= 136;
localparam VSYNCSTART = 771;
localparam VSYNCTIME= 6;
localparam TOP_BORDER = 32;
localparam BOTTOM_BORDER = 768;
localparam PAD_HEIGHT = 100; 
localparam PAD_WIDTH = 15;
localparam X_PAD_RIGHT = 979;
localparam X_PAD_LEFT = 30;
localparam PAD_VELOCITY = 9;                    
localparam BALL_SIZE = 15;
localparam MENU_START = 2'b00;
localparam PLAY = 2'b01;
localparam GAME_OVER = 2'b10;
localparam CHAR_WIDTH = 8;
localparam CHAR_HEIGHT = 16;
localparam SCALE = 8; 
localparam SCALE2 = 2;
endpackage
 interface vga_intf;
    logic  [10:0]vcount, hcount;
    logic   vsync, vblnk, hsync, hblnk;
    logic  [11:0] rgb;
    modport in (input vcount, hcount, vsync, vblnk, hsync, hblnk ,rgb);
    modport out (output vcount, hcount, vsync, vblnk, hsync, hblnk, rgb);
 endinterface
module delay
    #( parameter
        WIDTH   = 8,  
        CLK_DEL = 1   
    )
    (
        input  logic                   clk,  
        input  logic                   rst,  
        input  logic [ WIDTH - 1 : 0 ] din,  
        output logic [ WIDTH - 1 : 0 ] dout  
    );
    logic [ WIDTH - 1 : 0 ] del_mem [ CLK_DEL - 1 : 0 ];
    assign dout = del_mem[ CLK_DEL - 1 ];
    always_ff @(posedge clk)
    begin:delay_stage_0
        if(rst)
            del_mem[0] <= 0;
        else
            del_mem[0] <= din;
    end
    genvar                   i;
    generate
        for (i = 1; i < CLK_DEL ; i = i + 1 )
        begin:delay_stage
            always_ff @(posedge clk)
            begin
                if(rst)
                    del_mem[i] <= 0;
                else
                    del_mem[i] <= del_mem[i-1];
            end
        end
    endgenerate
endmodule
module mod_m_counter
   #(
    parameter N=4,  
              M=10  
   )
   (
    input wire clk, reset,
    output wire max_tick,
    output wire [N-1:0] q
   );
   reg [N-1:0] r_reg;
   wire [N-1:0] r_next;
   always @(posedge clk, posedge reset)
      if (reset)
         r_reg <= 0;
      else
         r_reg <= r_next;
   assign r_next = (r_reg==(M-1)) ? 0 : r_reg + 1;
   assign q = r_reg;
   assign max_tick = (r_reg==(M-1)) ? 1'b1 : 1'b0;
endmodule
module uart
    #(  
       parameter DBIT = 8,      
                 SB_TICK = 16,  
                 DVSR = 163,    
                 DVSR_BIT = 8,  
                 FIFO_W = 2     
    )
    (
     input logic clk,
     input logic reset,
     input logic rx,
     input logic [31:0] tbuf,
     input logic timing_tick,
     output logic tx,
     output logic [31:0] rx_buf
    );
    wire tick, rx_done_tick;
    logic tstart, tready;
   logic timing_tick_delay;
    logic [ 7:0] tbus;
    logic [ 7:0] rxbus;
    delay #(
    .WIDTH (1),
    .CLK_DEL (3)  
) u_delay_count (
    .clk(clk),
    .rst(reset),
    .din(timing_tick),
    .dout(timing_tick_delay) 
);
    mod_m_counter #(.M(DVSR), .N(DVSR_BIT)) baud_gen_unit
       (.clk(clk), .reset(reset), .q(), .max_tick(tick));
    uart_rx #(.DBIT(DBIT), .SB_TICK(SB_TICK)) uart_rx_unit
       (.clk(clk), .reset(reset), .rx(rx), .s_tick(tick),
        .rx_done_tick(rx_done_tick), .dout(rxbus));
   uart_tx #(.DBIT(DBIT), .SB_TICK(SB_TICK)) uart_tx_unit
         (.clk(clk), .reset(reset), .tx_start(tstart),
         .s_tick(tick), .din(tbus),
         .tx_ready(tready), .tx(tx));
        uart_buf_rx rx_con (
            .clk    (clk   ),
            .rst (reset),
            .rxbuf   (rx_buf  ),  
            .start  (rx_done_tick ),
            .rxbus   (rxbus  )
        );
        uart_buf_tx tx_con (
            .clk    (clk   ),
            .rst    (reset),
            .tbuf   (tbuf  ),  
            .start  (timing_tick_delay ), 
            .ready  (ready ), 
            .tstart (tstart),
            .tready (tready),
            .tbus   (tbus  )
        );
 endmodule
`timescale 1ns / 1ps
module uart_buf_rx(
    input logic            clk,
    input logic            rst,
    input logic             start,
    input  logic [ 7:0] rxbus,
    output logic [31:0] rxbuf  
    );
    logic [2:0] sel, sel_nxt=0;
    logic [31:0] rxbuf_temp,rxbuf_temp_nxt=0;
    logic running=0, running_nxt=0;
    always_ff @(posedge clk) begin
        if(rst)begin
            rxbuf <= 'b0;
            sel <= 'b0;
            running <= 'b0;
            rxbuf_temp <= 'b0;
        end else begin
            if(!running) begin
                rxbuf <= rxbuf_temp;
              end
            rxbuf_temp <= rxbuf_temp_nxt;
            sel <= sel_nxt;
            running <= running_nxt;
        end
    end
    always_comb begin
        running_nxt = running;
        sel_nxt = sel;
        if(start)begin
            if (running == 1'b1) begin
                if (sel == 4'd1) begin
                    running_nxt = 1'b0;
                    sel_nxt = 5;
                end else begin
                    sel_nxt = sel - 1'b1;
                    running_nxt = 1'b1;
                end
            end else begin
                running_nxt = start;
                sel_nxt = 5;
            end
        end else if (sel == 4'd1) begin
            running_nxt = 1'b0;
            sel_nxt = 5;
        end 
    end
    always_comb begin
        rxbuf_temp_nxt = rxbuf_temp;
        if(start) begin
            case (sel)
                3'd1: rxbuf_temp_nxt[31:24] = rxbus;
                3'd2: rxbuf_temp_nxt[31:24] = rxbus;
                3'd3: rxbuf_temp_nxt[23:16] = rxbus;
                3'd4: rxbuf_temp_nxt[15:8] = rxbus;
                3'd5: rxbuf_temp_nxt[7:0] = rxbus;
                default: rxbuf_temp_nxt = 32'd0;
            endcase
        end
    end
endmodule
`timescale 1ns / 1ps
module uart_buf_tx(
    input logic            clk,
    input logic rst,
    input logic     [31:0] tbuf,
    input logic            start,
    input  logic          tready,
    output logic           ready,
    output logic        tstart,
    output logic [ 7:0] tbus
    );
    logic [2:0] sel=0, sel_nxt=0;
    logic [31:0] pbuf=0, pbuf_nxt=0;
    logic running=0, running_nxt=0;
    logic [7:0] tbus_nxt =0;
    logic tstart_nxt;
    always_ff @(posedge clk) begin
        if(rst)begin
            tbus <= 'b0;
            tstart <= 'b0;
            sel <= 'b0;
            running <= 'b0;
            pbuf <= 'b0;
        end else begin
            tbus <= tbus_nxt;
            tstart <= tstart_nxt;
            sel <= sel_nxt;
            running <= running_nxt;
            pbuf <= pbuf_nxt;
        end
    end
    always_comb begin
        sel_nxt = sel;
        tstart_nxt = tstart;
        running_nxt = running;
        pbuf_nxt = pbuf;
        if (tready == 1'b1) begin
            if (running == 1'b1) begin
                if(tstart == 0) begin
                    if (sel == 4'd1) begin
                       running_nxt = 1'b0;
                        sel_nxt = 5;
                    end else begin
                        sel_nxt = sel - 1'b1;
                        tstart_nxt = 1'b1;
                        running_nxt = 1'b1;
                    end
                end
            end else begin
                    pbuf_nxt = tbuf;
                    tstart_nxt = start;
                    running_nxt = start;
                    sel_nxt = 5;
            end
        end else
        tstart_nxt = 1'b0;
    end
    assign ready = ~running;
    always_comb begin
        case (sel)
        3'd1: tbus_nxt = pbuf[31:24];
        3'd2: tbus_nxt = pbuf[31:24];
        3'd3: tbus_nxt = pbuf[23:16];
        3'd4: tbus_nxt = pbuf[15:8];
        3'd5: tbus_nxt = pbuf[7:0];
        default: tbus_nxt = 8'd0;
        endcase
    end
endmodule
module uart_rx
   #(
     parameter DBIT = 8,      
               SB_TICK = 16   
   )
   (
    input wire clk, reset,
    input wire rx, s_tick,
    output reg rx_done_tick,
    output wire [7:0] dout
   );
   localparam [1:0]
      idle  = 2'b00,
      start = 2'b01,
      data  = 2'b10,
      stop  = 2'b11;
   reg [1:0] state_reg, state_next;
   reg [3:0] s_reg, s_next;
   reg [2:0] n_reg, n_next;
   reg [7:0] b_reg, b_next;
   always @(posedge clk, posedge reset)
      if (reset)
         begin
            state_reg <= idle;
            s_reg <= 0;
            n_reg <= 0;
            b_reg <= 0;
         end
      else
         begin
            state_reg <= state_next;
            s_reg <= s_next;
            n_reg <= n_next;
            b_reg <= b_next;
         end
   always @*
   begin
      state_next = state_reg;
      rx_done_tick = 1'b0;
      s_next = s_reg;
      n_next = n_reg;
      b_next = b_reg;
      case (state_reg)
         idle:
            if (~rx)
               begin
                  state_next = start;
                  s_next = 0;
               end
         start:
            if (s_tick)
               if (s_reg==7)
                  begin
                     state_next = data;
                     s_next = 0;
                     n_next = 0;
                  end
               else
                  s_next = s_reg + 1;
         data:
            if (s_tick)
               if (s_reg==15)
                  begin
                     s_next = 0;
                     b_next = {rx, b_reg[7:1]};
                     if (n_reg==(DBIT-1))
                        state_next = stop ;
                      else
                        n_next = n_reg + 1;
                   end
               else
                  s_next = s_reg + 1;
         stop:
            if (s_tick)
               if (s_reg==(SB_TICK-1))
                  begin
                     state_next = idle;
                     rx_done_tick =1'b1;
                  end
               else
                  s_next = s_reg + 1;
      endcase
   end
   assign dout = b_reg;
endmodule
module uart_tx
   #(
     parameter DBIT = 8,      
               SB_TICK = 16   
   )
   (
    input wire clk, reset,
    input wire tx_start, s_tick,
    input wire [7:0] din,
    output reg tx_ready,
    output wire tx
   );
   localparam [1:0]
      idle  = 2'b00,
      start = 2'b01,
      data  = 2'b10,
      stop  = 2'b11;
   reg [1:0] state_reg, state_next;
   reg [3:0] s_reg, s_next;
   reg [2:0] n_reg, n_next;
   reg [7:0] b_reg, b_next;
   reg tx_reg, tx_next;
   always @(posedge clk, posedge reset)
      if (reset)
         begin
            state_reg <= idle;
            s_reg <= 0;
            n_reg <= 0;
            b_reg <= 0;
            tx_reg <= 1'b1;
         end
      else
         begin
            state_reg <= state_next;
            s_reg <= s_next;
            n_reg <= n_next;
            b_reg <= b_next;
            tx_reg <= tx_next;
         end
   always @*
   begin
      state_next = state_reg;
      tx_ready = 1'b0;
      s_next = s_reg;
      n_next = n_reg;
      b_next = b_reg;
      tx_next = tx_reg ;
      case (state_reg)
         idle:
            begin
               tx_next = 1'b1;
               tx_ready = 1'b1;
               if (tx_start)
                  begin
                     state_next = start;
                     s_next = 0;
                     b_next = din;
                  end
            end
         start:
            begin
               tx_next = 1'b0;
               if (s_tick)
                  if (s_reg==15)
                     begin
                        state_next = data;
                        s_next = 0;
                        n_next = 0;
                     end
                  else
                     s_next = s_reg + 1;
            end
         data:
            begin
               tx_next = b_reg[0];
               if (s_tick)
                  if (s_reg==15)
                     begin
                        s_next = 0;
                        b_next = b_reg >> 1;
                        if (n_reg==(DBIT-1))
                           state_next = stop ;
                        else
                           n_next = n_reg + 1;
                     end
                  else
                     s_next = s_reg + 1;
            end
         stop:
            begin
               tx_next = 1'b1;
               if (s_tick)
                  if (s_reg==(SB_TICK-1))
                     begin
                        state_next = idle;
                        tx_ready = 1'b1;
                     end
                  else
                     s_next = s_reg + 1;
            end
      endcase
   end
   assign tx = tx_reg;
endmodule

===== ./config.mk =====
export PLATFORM = sky130hd
export DESIGN_NAME = uart
export DESIGN_NICKNAME = uart
export VERILOG_FILES = /design/flow/design.v
export SDC_FILE = /design/flow/constraint.sdc
export NUM_CORES = 4
export LEC_CHECK = 1
export CORE_UTILIZATION = 50

===== ./constraint.sdc =====
current_design uart

set clk_period 6.9
set clk_io_pct 0.2

create_clock -name clk0 -period $clk_period [get_ports {clk}]

set non_clock_inputs [all_inputs -no_clocks]
set_input_delay [expr $clk_period * $clk_io_pct] -clock clk0 $non_clock_inputs
set_output_delay [expr $clk_period * $clk_io_pct] -clock clk0 [all_outputs]

===== ./run.sh =====
#!/bin/bash
# OpenROAD 26Q1-2900-gdf79404cd8, Yosys 0.63+post, stock flow scripts
make -C /OpenROAD-flow-scripts/flow DESIGN_CONFIG=/design/flow/config.mk WORK_HOME=/design/flow/orfs finish

==> results.toml <==
# synthesis and place-and-route metrics
[route]
vias_per_cell = 5.64
dr.pass1.iters = 7
post_drt_wl_per_cell_um = 16.1
totalWireLength_mm = 15.4
drt-initial-drc-count = 402
drc = 0
vias = 5379
ant_nets = 0
n_antenna_cell = 0

[synth]
syn_inst = 721
synth_top_cell_by_count = "dfxtp_1"
ys_async_sr_fraction_pct = 28.8
ys_cells = 721
ys_seq_share_pct = 48.7
syn_area_per_cell_sq_um = 9.98
yosys.stat.chipArea_sq_um = 7200
flop_cell = "dfxtp_1"
edf_count = 0
yosys_warnings = 8
numSynthFlops = 163
yosys.cell_types.count = 59
syn_area_sq_um = 7200
top_cell_area_share_pct = 32.3
top_area_cell = "dfxtp_1"
topCellsByArea = "dfxtp_1 (32%), dfrtp_1 (15%), mux2i_1 (6.3%), mux2_2 (4.7%), nand3b_1 (3.8%)"
netlist_top_cells_count = "dfxtp_1 (116), nor2_1 (65), nand2_1 (48)"

[place]
place_congestion = 0.815
numPortBuffers = 68
place_hpwl_mm = 10.0
pre_cts_ws_ps = 3690

[floorplan]
io_pins = 69
die_area_sq_um = 14900
floorplan.initialDensity_pct = 51.6
chipHeight_um = 122
die_w_um = 122
num_rows = 43
core_area_sq_um = 13900

[pwr]
p_int_uw = 1590
ir_drop_mv = 0.184
switching_share_pct = 21.0
p_switching_uw = 422
combPwrFrac_pct = 5.0
p_seq_share_pct = 48.8
clkPwrFrac_pct = 46.2
powerDensity_nw_per_um2 = 236
power.leakage_uw = 0.00334

[cts]
clock-root-buffer = "clkbuf_16"
clk_latency_ps = 410
cts_max_path_buffers = 2
cts.clk_slew.worst_paths_ps = 60
cts_tree = "done"
cts_buffers = 17
cts_sinks = 163
cts_htree_levels = 4
cts_setup_buffers = 0
cts-hold-fix-buffers = 0
post_cts_resized = 0

[worst_setup_path]
crit_type = "reg2out"
critPathBufInv = 1
cp_max_fo = 1
cp_top_family = "flip-flops"
timing.rr.end = "rx_con.rxbuf_temp[27]"
r2r-start = "rx_con.sel[0]"
crit_start = "uart_tx_unit.tx_reg"
regToRegSetupSlack_ps = 4300
worstPathArrival_ps = 1370
worst_path_largest_cell_delay_ps = 510
endpoint_kind = "output pin"
worstRegToRegCells = 6
critPathLaunchType = "flip-flop"
cp_cell_sequence = "clkdlybuf4s50_1"
critical_path_required_ps = 5520
crit_slowest_cell = "dfstp_2"

[timing]
min_period_ps = 2750
worst_pin_slew_ps = 829
finalSetupViolations = 0
rsz0062_at_grt = "false"
tns_ps = 0
setup_ws_ps = 4150
slew_viol_final = 0
final_hold_viol_count = 0
min_period_over_period_pct = 39.8
max_freq_mhz = 364
relSlewSlack_pct = 44.3
fin_worst_skew_ps = 9.72

[worst_hold_path]
min_from = "u_delay_count.del_mem[0]"
worstHoldPathType = "reg2reg"
holdPathEnd = "u_delay_count.del_mem[1]"
worstHoldPathCells = 1

[run]
maxCapViolCount = 0
warning_count = 35

[global_route]
globalRouteOverflowTotal = 0
grtUsageTotal_pct = 21.9
antenna_found_initial = 0
grt_pass1_wl_mm = 25.2
grt_pass1_vias = 4966
grt_start_max_net_pins = 74

[cells_and_area]
reg_top3 = "rx_con.rxbuf (32), rx_con.rxbuf_temp (32), tx_con.pbuf (32)"
drive_gt1_share_pct = 10.7
final_util_pct = 61.1
area_growth_pct = 18.4

[run_status]
status = "finished clean"
## layout make-up
cell class                      instances  area, sq um
Clock inverter                          3         40.0
Timing Repair Buffer                   75          728
Sequential cell                       163         3500
Tap cell                              180          225
Fill cell                            1147         5420
Inverter                               17         63.8
Multi-Input combinational cell        487         3410
Clock buffer                           28          549
## power groups by stage
stage | Combinational, uW | Clock (uW) | Sequential, uW
CTS | 102 | 947 | 981
finish | 101 | 929 | 981
global route | 111 | 995 | 983
## per-layer routing
metal | GRT usage, % | vias to the layer above | wire, um
met1 | 37.9 | 2578 | 8090
met2 | 30.8 | 106 | 6580
met3 | 3.86 | 7 | 589
met5 | 0 | - | 0
met4 | 1.77 | 0 | 97
li1 | - | 2688 | -
## through the flow
stage	instances	cell area (sq um)	hold slack, ps	power (uW)
6_report	953	8520	442	2010
5_1_grt	953	8520	463	2090
4_1_cts	953	8520	442	2030
3_5_place_dp	922	7930	428	1100
3_3_place_gp	922	7930	420	1100
2_1_floorplan	721	7200	414	1060
## cell families (layout without fill, tap and decap cells)
kind of cell             count (synthesis)  after routing  synth area share [%]
multiplexers                            78             78                  11.6
AND/OR/NAND/NOR                        218            218                  16.0
flip-flops                             163            163                  48.7
adder cells (fa/ha/maj)                 18             18                  3.13
XOR/XNOR                                 6              6                 0.730
AND-OR/OR-AND                          167            167                  16.0
buffers and inverters                   71            123                  3.96
## how the worst max path moves through the flow
| stage | to | slack, ps | cells after the start |
|---|---|---|---|
| 6_report | tx | 4150 | 1 |
| 5_1_grt | rx_con.rxbuf_temp[7] | 3960 | 5 |
| 4_1_cts | rx_con.rxbuf_temp[3] | 4110 | 5 |
## cell usage in the layout (no fill, tap or decap), types with 30 or more instances in the layout
cell	count
mux2i_1	45
a21oi_1	43
nand2_1	48
clkdlybuf4s50_1	67
dfrtp_1	44
o21ai_0	40
mux2_2	30
dfxtp_1	115
nand3b_1	36
nor2_1	65
Power and IR drop assume default switching activity.
